--- ./design.v ---
module TLS(clk, reset, Set, Stop, Jump, Gin, Yin, Rin, Gout, Yout, Rout);
input           clk;
input           reset;
input           Set;
input           Stop;
input           Jump;
input     [3:0] Gin;
input     [3:0] Yin;
input     [3:0] Rin;
output          Gout;
output          Yout;
output          Rout;
reg             Gout;
reg             Yout;
reg             Rout;
reg         [3:0]G_ct;
reg         [3:0]Y_ct;
reg         [3:0]R_ct;
reg         [3:0]G_T;
reg         [3:0]Y_T;
reg         [3:0]R_T;
reg         [1:0]state;
reg         [1:0]next_state;
parameter   set_state = 2'd0;
parameter   G_S       = 2'd1;
parameter   Y_S       = 2'd2;
parameter   R_S       = 2'd3;
always @(posedge clk or posedge reset)
begin
    if (reset) 
        begin
            G_T <= 4'b0000;
            Y_T <= 4'b0000;
            R_T <= 4'b0000;
        end
    else if (Set)
        begin
            G_T <= Gin;
            Y_T <= Yin;
            R_T <= Rin;    
        end
    else 
        begin
            G_T <= G_T;
            Y_T <= Y_T;
            R_T <= R_T;
        end
end
always @(posedge clk)
begin
    if (reset || Set || Jump)
        begin
            G_ct <= 4'b0001;
            Y_ct <= 4'b0001;
            R_ct <= 4'b0001;
        end
    else if (Stop)
        begin
            G_ct <= G_ct;
            Y_ct <= Y_ct;
            R_ct <= R_ct;
        end
    else
        case(state)
            G_S :
                begin
                    G_ct <= G_ct + 1'b1;
                    Y_ct <= 4'b0001;
                    R_ct <= 4'b0001;
                end
            Y_S :   
                begin
                    G_ct <= 4'b0001;
                    Y_ct <= Y_ct + 1'b1;
                    R_ct <= 4'b0001;
                end
            R_S :   
                begin
                    G_ct <= 4'b0001;
                    Y_ct <= 4'b0001;
                    R_ct <= R_ct + 1'b1;
                end
            default: 
                begin
                    G_ct <= 4'b0001;
                    Y_ct <= 4'b0001;
                    R_ct <= 4'b0001;
                end
        endcase
end
always @(posedge clk or posedge reset) 
begin
    if (reset) state <= set_state;
    else state <= next_state;
end
always @(*) 
begin
    case(state)
        set_state : next_state = G_S;
        G_S :       if(Set) next_state = G_S;
                    else if(Jump) next_state = R_S;
                    else if(G_ct < G_T) next_state = G_S;
                    else if(Stop) next_state = G_S;
                    else     next_state = Y_S;
        Y_S :       if(Set) next_state = G_S;
                    else if(Jump) next_state = R_S;
                    else if(Y_ct < Y_T) next_state = Y_S;
                    else if(Stop) next_state = Y_S;
                    else     next_state = R_S;
        R_S :       if(Set) next_state = G_S;
                    else if(Jump) next_state = R_S;
                    else if(R_ct < R_T) next_state = R_S;
                    else if(Stop) next_state = R_S;
                    else     next_state = G_S;
        default :   next_state = set_state;
    endcase
end
always @(*) 
begin
    case(state)
        G_S :   
            begin
                Gout = 1'b1;
                Yout = 1'b0;
                Rout = 1'b0;
            end
        Y_S :   
            begin
                Gout = 1'b0;
                Yout = 1'b1;
                Rout = 1'b0;
            end
        R_S :   
            begin
                Gout = 1'b0;
                Yout = 1'b0;
                Rout = 1'b1;
            end
        default :
            begin
                Gout = 1'b0;
                Yout = 1'b0;
                Rout = 1'b0;
            end
    endcase
end
endmodule
--- ./run.sh ---
#!/bin/bash
# OpenROAD 26Q1-2900-gdf79404cd8, Yosys 0.63+post, stock flow scripts
make -C /OpenROAD-flow-scripts/flow DESIGN_CONFIG=/design/flow/config.mk WORK_HOME=/design/flow/orfs finish
--- ./config.mk ---
export PLATFORM = sky130hd
export DESIGN_NAME = TLS
export DESIGN_NICKNAME = TLS
export VERILOG_FILES = /design/flow/design.v
export SDC_FILE = /design/flow/constraint.sdc
export NUM_CORES = 4
export LEC_CHECK = 1
export CORE_AREA = 10 10 98 98
export DIE_AREA = 0 0 108 108
--- ./constraint.sdc ---
current_design TLS

set clk_period 2.0
set clk_io_pct 0.2

create_clock -name clk0 -period $clk_period [get_ports {clk}]

set non_clock_inputs [all_inputs -no_clocks]
set_input_delay [expr $clk_period * $clk_io_pct] -clock clk0 $non_clock_inputs
set_output_delay [expr $clk_period * $clk_io_pct] -clock clk0 [all_outputs]
==> results.cfg <==
; implementation run metrics
[run_status]
status = complete, no violations

[worst_setup_path]
cp-start-kind = flip-flop
rr_worst_depth = 7
rrSetupSlack_ns = 0.38
worst_r2r_endpoint = state[3]
end_kind = flip-flop
worstPathCellList = inv_1, ha_1, o21ai_0, o21bai_1, a21oi_1, nor2_1, a311o_1
critPathSlowestCell = dfrtp_1
critPathMaxStageDelay_ns = 0.37
critPathKind = flip-flop to flip-flop
r2r_start = Y_T[1]
cp_num_buf_inv = 1
cp_top_family = AND-OR/OR-AND gates
crit_required_ns = 2.17
arrival_ns = 1.79
critical_path.max_fanout = 2

[floorplanning]
chipWidth_um = 108
fp-row-count = 32
initial_core_util_pct = 18.1
core_region_area_mm2 = 0.00765
ios = 20
die-area_mm2 = 0.0117
die_h_um = 108

[timing]
drv_slew = 0
slew_headroom_pct = 58.3
rsz0062_at_grt = false
finalCriticalPeriod_ns = 1.62
setup-tns-final_ns = 0
max_freq_mhz = 617
worst_slew_pin_slew_ns = 0.625
skew_ns = 0.00542
hold_violations = 0
post-route-period-util_pct = 81.1
finalSetupViolations = 0

[synth]
yosys_warnings = 1
edf_count = 0
top_area_cell = dfrtp_1
ys.flop_type = dfrtp_1
ys_types = 34
synth_area_mm2 = 0.00138
ys_ff = 28
yosysCellCount = 141
synth-async-reset-ratio_pct = 57.1
top_cell_area_share_pct = 27.1
postSynthSeqShare_pct = 46.4
yosys-stat-area_mm2 = 0.00138
synthTopCellsByArea = dfrtp_1 (27%), dfxtp_1 (17%), ha_1 (11%)
syn_area_per_cell_um2 = 9.81
syn-instance-count = 141

[clocking]
postCtsSetupBuffers = 0
cts_sinks = 28
cts_resized = 0
cts-root-buf = clkbuf_8
h-tree-depth = 1
hold_buffers = 0
clock_latency_ns = 0.27
cts_buffers = 3
clk_pin_slew_ns = 0.10
clk_path_buf_depth = 2
cts_tree = yes

[routing]
drt_iter0_drc = 36
wl_per_cell_um = 10.4
wl_um = 2760
drtAntennaViolNets = 0
drc_errors = 0
dr.pass1.iters = 2
num_vias = 967
diodes = 0
vias_per_cell = 3.66

[global_route]
antenna_found_initial = 0
overflow = 0
grt_use_total_pct = 4.91
grt_max_degree = 23
grt_pass1_vias = 964
grt_pass1_wl_um = 4750

[power_and_ir_drop]
p_per_area_mw_per_mm2 = 680
leakage_nw = 0.721
worst_ir_drop_vdd_uv = 439

[layout]
fin_cells = 264
drive_gt1_share_pct = 8.64
area_growth_pct = 27.6
fill_cells = 802

[run]
openroad.warnings = 25
drv_cap = 0

[placed_design]
dp.cells = 260
place.gp.congestion = 0.764
port_buffers = 19
dp_hpwl_um = 2100

[min_path]
hp-start = R_T[0]
whs_path_depth = 1
whs_endpoint = R_T[0]
hold_path_class = flip-flop to flip-flop
-- cell families after synthesis --
logic type	count (synthesis)	synth area share (%)
buffers and inverters	16	5.16
xor gates and xnor gates	9	5.70
adders and majority gates	12	10.9
DFF	28	46.4
other	1	0.271
and+or+nand+nor	46	17.0
AOI/OAI and AO/OA	23	9.96
muxes	6	4.62
-- metrics by stage --
step / hold WS, ns / power [mW] / instance area (um^2) / worst slack, ns / util, %
4_1_cts: 0.520 / 1.22 / 1760 / 0.369 / 23.1
5_1_grt: 0.535 / 1.27 / 1760 / 0.205 / 23.1
3_5_place_dp: 0.494 / 0.770 / 1690 / 0.157 / 22.1
3_3_place_gp: 0.491 / 0.767 / 1690 / 0.150 / 22.1
6_report: 0.516 / 1.20 / 1760 / 0.379 / 23.1
2_1_floorplan: 0.313 / 0.706 / 1380 / 0.542 / -
-- synthesized netlist by cell type (2+ instances only) --
cell / number
nand2b_1: 4
nand4b_1: 3
dfxtp_1: 12
nor2_1: 16
dfrtp_1: 15
inv_1: 11
o21ai_0: 14
ha_1: 12
nor3b_1: 2
nor2b_1: 3
a21oi_1: 2
nand2_1: 12
mux2_2: 3
xor2_1: 6
mux2i_1: 3
buf_2: 3
xnor2_1: 3
-- worst register-to-register path, stage by stage (launching register included) --
cell      delay [ns]
dfrtp_1         0.37
inv_1           0.07
ha_1            0.22
o21ai_0         0.17
o21bai_1        0.10
a21oi_1         0.15
nor2_1          0.07
a311o_1         0.37
-- flip-flops by register name, summed over array words and instances, names as in the netlist --
| name | cells |
|---|---|
| Y_T | 4 |
| G_ct | 4 |
| R_ct | 4 |
| Y_ct | 4 |
| G_T | 4 |
| state | 4 |
| R_T | 4 |
-- how the worst max path moves through the flow --
stage     slack (ns)        to  cells past startpoint     start
5_1_grt         0.20  state[3]                      7    Y_T[1]
4_1_cts         0.37      Rout                      1  state[3]
6_report        0.38  state[3]                      7    Y_T[1]
-- cell usage in the layout, fill, tap and decap left out, types with 2 or more instances in the layout --
cell type        count
clkdlybuf4s50_1     19
nor2_1              16
dfrtp_1             15
o21ai_0             14
dfxtp_1             12
nand2_1             12
ha_1                12
inv_1               11
xor2_1               6
nand2b_1             4
mux2_2               3
nor2b_1              3
xnor2_1              3
mux2i_1              3
nand4b_1             3
clkbuf_8             3
buf_4                3
a21oi_1              2
nor3b_1              2
-- layer usage --
metal / vias up / part of all wire, % / GRT usage [%] / wire length (um)
li1: 512 / - / - / -
met1: 436 / 52 / 7.31 / 1420
met2: 17 / 39 / 6.77 / 1080
met3: 2 / 8.7 / 2.05 / 239
met4: 0 / 0.76 / 0.286 / 21
met5: - / 0 / 0 / 0
-- layout make-up --
cell class              instances  area (um^2)  share of cell area, %
clock inverters                 1         30.0                   1.70
flip-flops and latches         28          642                   36.4
well taps                     102          128                   7.23
multi-input cells              97          669                   37.9
inverters                      11         41.3                   2.34
clock buffers                   3         41.3                   2.34
repair buffers                 22          213                   12.1
-- report_power, final --
group	internal [mW]	switching (mW)	total (mW)
clock network	0.268	0.177	0.445
registers	0.592	0.0150	0.607
logic	0.0792	0.0689	0.148
total	0.939	0.261	1.20
No activity file was given, so power comes from the tool's default toggle rates.
